**design.v**
```verilog
module arbiter (input wire [7:0] in,
					 output reg [7:0] out);
	always @(*) begin
		casex(in)
			8'bxxxxxxx1 : out = 8'b00000001;
			8'bxxxxxx10 : out = 8'b00000010;
			8'bxxxxx100 : out = 8'b00000100;
			8'bxxxx1000 : out = 8'b00001000;
			8'bxxx10000 : out = 8'b00010000;
			8'bxx100000 : out = 8'b00100000;
			8'bx1000000 : out = 8'b01000000;
			8'b10000000 : out = 8'b10000000;
			default: out = 8'b00000000;	
		endcase
	end
endmodule
module cam (
   input wire [63:0] data,
	input wire [3:0] data_len,
	output wire [2:0] addr,
	output wire valid
);
	wire [67:0] data_word;
	assign data_word = {data_len , data};
	wire [67:0] leo, aaron, holly, david, claire, frank, lance, ryan;
	assign leo = 68'h3_00000000004F454C;
	assign aaron = 68'h5_0000004E4F524141;
	assign holly = 68'h5_000000594C4C4F48;
	assign david = 68'h5_0000004449564144;
	assign claire = 68'h6_0000455249414C43;
	assign frank = 68'h5_0000004B4E415246;
	assign lance = 68'h5_00000045434E414C;
	assign ryan = 68'h4_000000004E415952;
	wire [7:0] entry_matches;
	assign entry_matches = {
									data_word == ryan,
									data_word == lance,									
									data_word == frank,
									data_word == claire,
									data_word == david,
									data_word == holly,
									data_word == aaron,
									data_word == leo};
	encoder enc(.in(entry_matches), .out(addr));
	assign valid = |(entry_matches);
	always @(data_word) begin
	end
endmodule
module encoder (input wire [7:0] in,
					 output reg [2:0] out);
	always@(*)begin
		case(in)
			8'b00000001 : out = 3'b000;
			8'b00000010 : out = 3'b001;
			8'b00000100 : out = 3'b010;
			8'b00001000 : out = 3'b011;
			8'b00010000 : out = 3'b100;
			8'b00100000 : out = 3'b101;
			8'b01000000 : out = 3'b110;
			8'b10000000 : out = 3'b111;
			8'b00000000 : out = 3'b000;
			default: out = 3'bxxx;
		endcase
	end
endmodule
module hash_rom(input wire [2:0] addr,
						output reg [31:0] data
);
	always @(*) begin
		case(addr)
			0 : data = 32'hDC1A2C9E;
			1 : data = 32'hDC2EA8E4;
			2 : data = 32'h355FACC3;
			3 : data = 32'hAAF4ADC9;
			4 : data = 32'h13D41CED;
			5 : data = 32'h7EBCF8A8;
			6 : data = 32'hF3CDDB9B;
			7 : data = 32'h9948E6BE;
			default : data = 32'h000000000;
		endcase
	end
endmodule
module hash_round #(parameter ROUND=0)(
   input wire [31:0] in_state,
	input wire [7:0] in_byte,
	output wire [31:0] out_state
);
	wire [7:0] a, b, c, d;
	assign {d, c, b, a} = in_state;
	reg [7:0] mix_out;
	always @(*) begin
		case(ROUND)
				0, 1, 2 : mix_out = (c & b) | (~b & d);
				3, 4 : mix_out = (c & b) | (b & d) | (c & d);
				default : mix_out = b ^ c ^ d; 
		endcase
	end
	wire [7:0] mixed_a = mix_out + a + in_byte;
	wire [7:0] rotated_mixed_a;
	rotator #(8) roty(.in(mixed_a), .direction(1'b1), .distance(ROUND[7:0]), .out(rotated_mixed_a));
	assign out_state = {c, b, rotated_mixed_a, d};
endmodule
module hasher (
   input wire [63:0] data,
	input wire [3:0] data_len,
	output wire [31:0] hash
);
	wire [31:0] hash_state0, hash_state1, hash_state2, hash_state3,
					hash_state4, hash_state5, hash_state6, hash_state7,
					out_state6, out_state7, final_state;
	assign hash_state0 = 32'h55555555;
	assign hash_state1 = 32'hAAAAAAAA;
	hash_round #(0) hash0(.in_state(hash_state0), .in_byte(data[7:0]), .out_state(hash_state2));
	hash_round #(1) hash1(.in_state(hash_state1), .in_byte(data[15:8]), .out_state(hash_state3));
	hash_round #(2) hash2(.in_state(hash_state2), .in_byte(data[23:16]), .out_state(hash_state4));
	hash_round #(3) hash3(.in_state(hash_state3), .in_byte(data[31:24]), .out_state(hash_state5));
	hash_round #(4) hash4(.in_state(hash_state4), .in_byte(data[39:32]), .out_state(hash_state6));
	hash_round #(5) hash5(.in_state(hash_state5), .in_byte(data[47:40]), .out_state(hash_state7));
	hash_round #(6) hash6(.in_state(hash_state6), .in_byte(data[55:48]), .out_state(out_state6));
	hash_round #(7) hash7(.in_state(hash_state7), .in_byte(data[63:56]), .out_state(out_state7));
	assign final_state = out_state6 ^ out_state7;
	rotator #(.WIDTH(32)) dut_32(
        .in(final_state),
        .out(hash),
        .distance({3'b000, final_state[4:0]}),
        .direction(data_len[0]^data_len[1]^data_len[2]^data_len[3])
    );
endmodule
module length_finder (
		input wire [63:0] string,
		output wire [3:0] length
);
	wire one = ~(|(string[7:0]));
	wire two = ~(|(string[15:8]));
	wire three = ~(|(string[23:16]));
	wire four = ~(|(string[31:24]));
	wire five = ~(|(string[39:32]));
	wire six = ~(|(string[47:40]));
	wire seven = ~(|(string[55:48]));
	wire eight = ~(|(string[63:56]));
	wire [7:0] is_character_null = {eight, seven, six, five, four, three, two, one};
	wire [7:0] arb_out;
	arbiter arbies(.in(is_character_null), .out(arb_out));
	wire [2:0] enc_out;
	encoder encode(.in(arb_out), .out(enc_out));	
	wire comp_out;
	assign comp_out = (8'b0 == is_character_null);
	assign length = {comp_out, enc_out};
endmodule
module rotator #(parameter WIDTH = 8)(
   input wire [WIDTH-1:0] in,
	input wire direction,
	input wire [7:0] distance,
	output reg [WIDTH-1:0] out
);
	wire [WIDTH * 2 - 1 : 0] double_rot_l, double_rot_r, double_in;
	wire [WIDTH-1:0] rot_l, rot_r; 
	assign double_in = {in, in};
	assign double_rot_l = double_in << distance;
	assign double_rot_r = double_in >> distance;
	assign rot_l = double_rot_l[WIDTH*2-1:WIDTH];
	assign rot_r = double_rot_r[WIDTH-1:0];
	always @(*) begin
		if(direction == 0)
			out = rot_r;
		else
			out = rot_l;
	end
endmodule
module verifier (
   input wire [63:0] username,
	input wire [63:0] password,
	output wire valid
);
	wire [3:0] length_pass, length_name;
	length_finder lengthy_pass(.string(password), .length(length_pass));
	length_finder lengthy_user(.string(username), .length(length_name));
	wire [31:0] hash, rom_out;
	hasher hashy(.data(password), .data_len(length_pass), .hash(hash));
	wire [2:0] addr;
	wire valid_name;
	cam camy(.data(username), .data_len(length_name), .addr(addr), .valid(valid_name));
	hash_rom romy(.addr(addr), .data(rom_out));
	assign valid = (hash == rom_out) & valid_name;
endmodule
```
**run.sh**
```bash
#!/bin/bash
# OpenROAD 26Q1-2900-gdf79404cd8, Yosys 0.63+post, stock flow scripts
make -C /OpenROAD-flow-scripts/flow DESIGN_CONFIG=/design/flow/config.mk WORK_HOME=/design/flow/orfs finish
```
**config.mk**
```make
export PLATFORM = sky130hd
export DESIGN_NAME = verifier
export DESIGN_NICKNAME = verifier
export VERILOG_FILES = /design/flow/design.v
export SDC_FILE = /design/flow/constraint.sdc
export NUM_CORES = 4
export LEC_CHECK = 1
export CORE_UTILIZATION = 40
```
**constraint.sdc**
```tcl
current_design verifier

set clk_period 14.2
set clk_io_pct 0.2

create_clock -name clk0 -period $clk_period

set non_clock_inputs [all_inputs -no_clocks]
set_input_delay [expr $clk_period * $clk_io_pct] -clock clk0 $non_clock_inputs
set_output_delay [expr $clk_period * $clk_io_pct] -clock clk0 [all_outputs]
```
==> insert_results.sql <==
-- metrics for the results database
INSERT INTO impl_metrics (metric_group, metric, value, unit) VALUES
('status', 'status', 'complete, no violations', ''),
('floorplanning', 'die_width', '156', 'um'),
('route', 'num_antenna_cells', '0', ''),
('timing', 'number_of_failing_hold_endpoints_at_the_final_stage', '0', ''),
('layout', 'postLayoutCellArea', '11300', 'sq um'),
('worst_setup_path', 'critical-path-top-delay-family', 'AND-OR/OR-AND gates', ''),
('timing', 'smallest_hold_slack', '7.40', 'ns'),
('job', 'maxCapViolations', '0', ''),
('layout', 'drive_gt1_frac', '0.0934', ''),
('timing', 'transition_at_the_pin_with_the_smallest_max_transition_slack', '1.08', 'ns'),
('floorplanning', 'num_rows', '55', ''),
('worst_setup_path', 'cp_num_buf_inv', '3', ''),
('placement', 'detailed_place.area', '11100', 'sq um'),
('floorplanning', 'floorplan.core_area', '22900', 'sq um'),
('worst_setup_path', 'crit_path_frequent_cell', 'ha_1', ''),
('placement', 'place_inst', '1788', ''),
('layout', 'total_area_of_multi_input_combinational_cells', '9050', 'sq um'),
('yosys', 'synth.mux.area_fraction', '0.0347', ''),
('worst_hold_path', 'worst_hold_path.num_cells', '10', ''),
('floorplanning', 'boundary_pins', '129', ''),
('global_routing', 'gr-usage-all-layers', '0.371', ''),
('worst_setup_path', 'slowest_cell_delay_on_critical_path', '0.51', 'ns'),
('worst_setup_path', 'worst-path-max-fanout', '3', ''),
('worst_setup_path', 'worstSetupEndpointType', 'output pin', ''),
('job', 'warning_count', '39', ''),
('layout', 'finalNonFillerCells', '1790', ''),
('yosys', 'syn-cell-area', '9450', 'sq um'),
('floorplanning', 'floorplan.core_util', '0.412', ''),
('route', 'drcViolationCount', '0', ''),
('worst_setup_path', 'critical_path_class', 'in -> out', ''),
('route', 'wirelength', '43900', 'um'),
('yosys', 'syn_inst', '1388', ''),
('timing', 'finalWorstPathRequiredPeriod', '13.79', 'ns'),
('global_routing', 'number_of_global_route_vias_before_repair', '10800', ''),
('placement', 'weighted_congestion_reported_at_the_end_of_routability_driven_placement', '1.07', ''),
('layout', 'flop-count', '0', ''),
('yosys', 'yosys-stat-area', '9450', 'sq um'),
('yosys', 'number_of_warnings_issued_by_yosys', '14', ''),
('global_routing', 'antenna_violations_before_repair', '2', ''),
('yosys', 'synth.avg_cell_area', '6.80', 'sq um'),
('timing', 'final_max_slew_viols', '0', ''),
('yosys', 'number_of_standard_cells_reported_by_yosys', '1388', ''),
('layout', 'seqCellArea', '0', 'sq um'),
('power_and_ir_drop', 'cellPowerDensity', '213', 'nW/um^2'),
('power_and_ir_drop', 'worst_ir_drop_vdd', '174', 'uV'),
('yosys', 'yosysSeqAreaShare', '0', ''),
('layout', 'fillerInstances', '2322', ''),
('global_routing', 'global_route_wire_length_before_repair', '67200', 'um'),
('global_routing', 'gr-total-overflow', '0', ''),
('timing', 'achievable-frequency', '72.5', 'MHz'),
('layout', 'synthToLayoutAreaGrowth', '19.5', '%'),
('placement', 'number_of_port_buffers', '129', ''),
('worst_setup_path', 'critPathSlowestCell', 'clkdlybuf4s50_1', ''),
('yosys', 'ys_sh_simple', '0.281', ''),
('placement', 'detailedPlace.worstSlack', '0.346', 'ns'),
('route', 'drt_first_iter_violations', '1161', ''),
('worst_setup_path', 'critical_path_arrival', '10.95', 'ns'),
('floorplanning', 'chipHeight', '156', 'um'),
('timing', 'final_critical_path_setup_slack', '0.407', 'ns'),
('yosys', 'synthAdderAreaFrac', '0.0933', ''),
('timing', 'final_clock_period_utilization_by_the_worst_path', '0.971', ''),
('placement', 'detailed_place_hpwl', '36200', 'um'),
('yosys', 'aoi_share', '0.355', ''),
('yosys', 'netlist-cell-type-count', '112', ''),
('floorplanning', 'floorplan.die_area', '24200', 'sq um'),
('worst_hold_path', 'hold_path_class', 'in -> out', ''),
('route', 'vias_per_cell', '6.61', ''),
('yosys', 'synthXorXnorAreaFrac', '0.169', ''),
('timing', 'final-setup-viol-count', '0', ''),
('yosys', 'synth.logic.top_family', 'AND-OR/OR-AND gates', ''),
('route', 'first_pass_iters', '7', ''),
('route', 'routedWlPerCell', '24.5', 'um'),
('power_and_ir_drop', 'p_leak', '0.00438', 'uW'),
('timing', 'slew-limit-headroom', '0.277', ''),
('layout', 'total_of_clock_buffers_placed_in_the_layout', '0', ''),
('worst_setup_path', 'critical_path_required', '11.36', 'ns'),
('worst_setup_path', 'start_kind', 'primary input', ''),
('worst_setup_path', 'critical_path_cell_count', '32', ''),
('route', 'drt.antenna.violating_nets', '0', ''),
('global_routing', 'grt_max_degree', '69', ''),
('route', 'total_vias_in_the_final_route', '11800', '');
-- cells in the final DEF (no fill, tap or decap), types with 8 or more instances in the layout --
master           instances
xnor2_2                 11
and2_1                  15
nor2_1                 131
inv_1                   57
or3_1                    8
nand2_1                141
a221oi_1                 9
o21a_1                   9
nor4_1                  43
xnor2_1                 65
a21o_1                  24
o211ai_1                29
clkdlybuf4s50_1        129
o21ai_1                 10
nand4_1                 15
a211oi_1                27
nor3_1                  32
a31oi_1                 17
a21oi_1                 92
mux2i_1                 26
a211o_1                 13
a21oi_2                  8
xor2_1                  30
o22ai_1                 17
buf_4                   45
ha_1                    64
and3_1                  16
o21ai_0                 92
xnor3_1                 13
a22oi_1                  8
nand3_1                 53
-- routing by layer --
layer | global-route usage | vias to the layer above | wire (um)
met1 | 0.553 | 5503 | 19500
met2 | 0.545 | 761 | 18200
met5 | 0 | - | 26
li1 | - | 5464 | -
met3 | 0.0792 | 91 | 5010
met4 | 0.0864 | 4 | 1230
-- layout make-up --
cell class / instances / area share
timing repair buffer: 174 / 0.144
multi-input combinational: 1246 / 0.802
inverter: 57 / 0.0190
tap: 313 / 0.0347
-- cell usage after synthesis (all sizes together) (17+ instances only) --
library cell / number / share of area
nand2: 143 / 0.057
nor2: 133 / 0.053
o21ai: 107 / 0.059
a21oi: 100 / 0.054
xnor2: 79 / 0.078
ha: 64 / 0.085
inv: 57 / 0.023
nand3: 53 / 0.028
nor4: 47 / 0.033
buf: 43 / 0.028
clkbuf: 42 / 0.017
xor2: 39 / 0.039
nor3: 37 / 0.022
a211oi: 32 / 0.026
o211ai: 29 / 0.023
mux2i: 26 / 0.028
a21o: 25 / 0.020
a31oi: 19 / 0.013
o22ai: 17 / 0.011
-- report_power, final --
part	switching (uW)	internal [uW]	leakage [uW]
registers	0	0	0
logic	1490	917	0.00438
clock network	0	0	0
total	1490	917	0.00438
-- repair_timing --
action	4_1_cts	5_1_grt
setup endpoints to repair	0	1
hold buffers	0	0
setup buffers	0	2
resized	0	28
-- final timing paths --
kind	slack, ns	start	to
min	7.40	username[46]	valid
max	0.41	password[18]	valid
-- worst min-delay path: cells and delay by family --
family | cells | cell delay (ns)
and+or+nand+nor | 4 | 0.46
buffers and inverters | 3 | 0.96
xor gates and xnor gates | 1 | 0.12
AOI/OAI and AO/OA | 2 | 0.18
-- per-stage QoR --
step | utilization | power, uW | setup TNS (ns)
global route | 0.493 | 2550 | -0.0141
detailed placement | 0.485 | 2220 | 0
global placement | 0.485 | 2250 | 0
CTS | 0.485 | 2240 | 0
finish | 0.493 | 2410 | 0
floorplan | - | 1510 | 0
-- cells by family (layout without fill, tap and decap cells) --
| family | after synthesis | in the layout |
|---|---|---|
| AND-OR/OR-AND | 483 | 483 |
| adder cells (fa/ha/maj) | 68 | 68 |
| buffers and inverters | 142 | 231 |
| XOR/XNOR | 139 | 139 |
| multiplexers | 31 | 31 |
| AND/OR/NAND/NOR | 525 | 525 |
Power is estimated from default activity; no workload was simulated.
